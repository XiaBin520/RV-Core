==> /design/flow/design.v <==
module alu(
  input         clock,
  input         reset,
  input  [3:0]  io_aluOP,
  input  [63:0] io_aluSrc1,
  input  [63:0] io_aluSrc2,
  output [63:0] io_aluOut
);
  wire [5:0] shiftNum = io_aluSrc2[5:0];  
  wire [63:0] _out_T_1 = io_aluSrc1 + io_aluSrc2;  
  wire [63:0] _out_T_3 = io_aluSrc1 - io_aluSrc2;  
  wire [63:0] _out_T_4 = io_aluSrc1;  
  wire [63:0] _out_T_5 = io_aluSrc2;  
  wire [63:0] _out_T_8 = io_aluSrc1 ^ io_aluSrc2;  
  wire [63:0] _out_T_9 = io_aluSrc1 | io_aluSrc2;  
  wire [63:0] _out_T_10 = io_aluSrc1 & io_aluSrc2;  
  wire [126:0] _GEN_10 = {{63'd0}, io_aluSrc1};  
  wire [126:0] _out_T_11 = _GEN_10 << shiftNum;  
  wire [63:0] _out_T_12 = io_aluSrc1 >> shiftNum;  
  wire [63:0] _out_T_15 = $signed(io_aluSrc1) >>> shiftNum;  
  wire [63:0] _GEN_0 = 4'h9 == io_aluOP ? _out_T_15 : 64'h0;  
  wire [63:0] _GEN_1 = 4'h8 == io_aluOP ? _out_T_12 : _GEN_0;  
  wire [126:0] _GEN_2 = 4'h7 == io_aluOP ? _out_T_11 : {{63'd0}, _GEN_1};  
  wire [126:0] _GEN_3 = 4'h6 == io_aluOP ? {{63'd0}, _out_T_10} : _GEN_2;  
  wire [126:0] _GEN_4 = 4'h5 == io_aluOP ? {{63'd0}, _out_T_9} : _GEN_3;  
  wire [126:0] _GEN_5 = 4'h4 == io_aluOP ? {{63'd0}, _out_T_8} : _GEN_4;  
  wire [126:0] _GEN_6 = 4'h3 == io_aluOP ? {{126'd0}, io_aluSrc1 < io_aluSrc2} : _GEN_5;  
  wire [126:0] _GEN_7 = 4'h2 == io_aluOP ? {{126'd0}, $signed(_out_T_4) < $signed(_out_T_5)} : _GEN_6;  
  wire [126:0] _GEN_8 = 4'h1 == io_aluOP ? {{63'd0}, _out_T_3} : _GEN_7;  
  wire [126:0] _GEN_9 = 4'h0 == io_aluOP ? {{63'd0}, _out_T_1} : _GEN_8;  
  assign io_aluOut = _GEN_9[63:0];  
endmodule
==> /design/flow/run.sh <==
#!/bin/bash
# OpenROAD 26Q1-2900-gdf79404cd8, Yosys 0.63+post, stock flow scripts
make -C /OpenROAD-flow-scripts/flow DESIGN_CONFIG=/design/flow/config.mk WORK_HOME=/design/flow/orfs finish
==> /design/flow/config.mk <==
export PLATFORM = sky130hd
export DESIGN_NAME = alu
export DESIGN_NICKNAME = alu
export VERILOG_FILES = /design/flow/design.v
export SDC_FILE = /design/flow/constraint.sdc
export NUM_CORES = 4
export LEC_CHECK = 1
export CORE_UTILIZATION = 50
==> /design/flow/constraint.sdc <==
current_design alu

set clk_period 32.0
set clk_io_pct 0.2

create_clock -name clk0 -period $clk_period

set non_clock_inputs [all_inputs -no_clocks]
set_input_delay [expr $clk_period * $clk_io_pct] -clock clk0 $non_clock_inputs
set_output_delay [expr $clk_period * $clk_io_pct] -clock clk0 [all_outputs]
==> impl_metrics.toml <==
# flow metrics
[power]
vdd_drop_max_v = 0.0000131
switchingPower_mw = 0.295
p_per_area_mw_per_mm2 = 20.8
intPower_mw = 0.165
swShare_pct = 64.1
p_leak_nw = 9.08

[synthesis]
synth_cell_types = 100
synth.top_cell.area_share_pct = 12.0
syn_avg_cell_area_um2 = 6.46
ys_area_mm2 = 0.0200
ys_seq_share_pct = 0
ys_top_cells_by_area = "ha_1, a21oi_1, nor2_1"
top_area_cell = "ha_1"
ys_cells = 3101
yosysWarningCount = 0
syn_area_mm2 = 0.0200
syn_inst = 3101

[worst_setup_path]
crit_start = "io_aluSrc1[15]"
cp-start-kind = "input pin"
critPathRequiredTime_ns = 25.60
crit_chain = "clkdlybuf4s50_1 -> inv_1 -> ha_1 -> nand3_1 -> nor3_1 -> o211ai_1 -> a311oi_1 -> nor2_1 -> a21bo_2 -> o41ai_4 -> a21o_1 -> nand2b_1 -> mux2_1 -> o22ai_1 -> clkdlybuf4s50_1"
arrival_ns = 12.25
path_common_cell = "clkdlybuf4s50_1"
critPathSlowestCell = "clkdlybuf4s50_1"
worstSetupPathType = "in -> out"
crit_end = "io_aluOut[57]"
max_stage_delay_ns = 0.91
endpoint_kind = "output pin"
crit_fanout = 14

[layout]
regArea_um2 = 0
layout_top_cells = "nor2_1, a21oi_1, nand2_1, o21ai_0"
post-route-cell-area_mm2 = 0.0221
area_growth_pct = 10.1
flop-count = 0
lay_top_count = "nor2_1"
fin_util_pct = 56.4
drive_above_1_share_pct = 8.34
clkbuf_count = 0

[global_routing]
overflow = 0
antenna_found_initial = 8
grt_pass1_vias = 24235
grt_pass1_wl_mm = 156
track_usage_pct = 51.8
grt_max_degree = 74

[worst_hold_path]
hp-class = "in -> out"

[sta]
slew_headroom_pct = 17.6
timing.final.crit_share_pct = 58.3
hold_violations = 0
fmax_mhz = 53.6
period_needed_ns = 18.65
worst_pin_slew_ns = 1.23
setup_slack_ns = 13.35
slew_violations = 0
rsz0062_at_grt = "false"
setup_tns_ns = 0
setup_viol = 0

[floorplanning]
ioPinCount = 198
core-area_mm2 = 0.0391
dieWidth_um = 202
placementRows = 72
chip_area_mm2 = 0.0409
die_h_um = 202
fp_util_pct = 51.3

[route]
firstDrtPassIters = 14
viasPerCell = 7.40
ant_nets = 0
vias = 26950
wl_per_cell_um = 29.5
route.detailed.drc = 0
routed_wl_mm = 107
drt_iter0_drc = 4748

[placed_design]
placed_cell_area_mm2 = 0.0220
io_buffers = 196
gp_congestion = 1.20
dp_slack_ns = 13.83
dp_hpwl_mm = 82.1

[clock_network]
cts_resized = 0
post_cts.repair.setup_buffers = 0
ctsHoldBuffers = 0

[flow_run]
max_cap_violations = 0
openroad.warnings = 164

[status]
status = "completed"
synth_stat cells (13+ instances only):
cell and instances:
nand2b_1 22, inv_1 196, o221ai_1 29, buf_1 33, or3_1 17, nor3_1 67, o31ai_1 26, mux2i_1 131
a22oi_1 13, buf_2 53, a31oi_1 45, nand2_1 279, mux2_2 40, o22ai_1 76, o211ai_1 33, clkbuf_1 141
buf_6 14, nand4_1 22, a21oi_1 358, a21o_1 33, or2_2 13, nand3_1 42, a211oi_1 80, nor2_1 475
o21a_1 18, o21ai_0 232, xnor2_1 16, mux4_2 79, a221oi_1 34, nor4_1 17, o21bai_1 37, o21ai_1 16
nor2b_1 20, ha_1 193
kinds of logic after synthesis:
kind of cell             Yosys count  synth area share (%)
multiplexers                     252                  17.8
XOR/XNOR                          19                 0.830
AND-OR/OR-AND                   1171                  37.7
buffers and inverters            452                  9.53
AND/OR/NAND/NOR                 1012                  21.9
adder cells (fa/ha/maj)          195                  12.2
worst max-delay path: cells and delay by family:
| kind | cells | cell delay [ns] |
|---|---|---|
| muxes | 1 | 0.30 |
| AOI/OAI and AO/OA | 6 | 2.13 |
| buffers and inverters | 3 | 1.77 |
| and+or+nand+nor | 4 | 0.95 |
| adders and majority gates | 1 | 0.68 |
area by class of cell:
class	instances	area, um^2
tap	518	648
timing repair buffer	270	2500
antenna	4	10.0
inverter	199	748
multi-input combinational	2649	18200
fill	3690	17000
worst min path at each step:
stage | slack, ns | endpoint | cells after the start | startpoint
after CTS | 13.93 | io_aluOut[2] | 6 | io_aluSrc2[1]
final | 13.93 | io_aluOut[2] | 6 | io_aluSrc2[1]
after global routing | 13.99 | io_aluOut[2] | 6 | io_aluSrc2[1]
through the flow:
stage          hold slack [ns]  power [mW]  instances
2_1_floorplan            12.97       0.269       3101
3_3_place_gp             13.92       0.428       3636
3_5_place_dp             13.92       0.430       3636
4_1_cts                  13.93       0.433       3636
5_1_grt                  13.99       0.479       3637
6_report                 13.93       0.460       3640
metal layers:
layer | global-route usage [%] | share of wire [%] | vias to the layer above
li1 | - | - | 11541
met1 | 67.3 | 36 | 12232
met2 | 68.9 | 38 | 2566
met3 | 28.2 | 19 | 601
met4 | 25.0 | 6.8 | 10
met5 | 3.21 | 0.25 | -
Power is estimated from default activity; no workload was simulated.
